<file path="design/flow/design.v">
module decoder_4_16 (
    input [3:0] IN,
    output reg[15:0] OUT
);
always @(*) begin
    case (IN)
      4'b0000: OUT = 16'b0000000000000001;
      4'b0001: OUT = 16'b0000000000000010;
      4'b0010: OUT = 16'b0000000000000100;
      4'b0011: OUT = 16'b0000000000001000;
      4'b0100: OUT = 16'b0000000000010000;
      4'b0101: OUT = 16'b0000000000100000;
      4'b0110: OUT = 16'b0000000001000000;
      4'b0111: OUT = 16'b0000000010000000;
      4'b1000: OUT = 16'b0000000100000000;
      4'b1001: OUT = 16'b0000001000000000;
      4'b1010: OUT = 16'b0000010000000000;
      4'b1011: OUT = 16'b0000100000000000;
      4'b1100: OUT = 16'b0001000000000000;
      4'b1101: OUT = 16'b0010000000000000;
      4'b1110: OUT = 16'b0100000000000000;
      4'b1111: OUT = 16'b1000000000000000;
      default: OUT = 16'b0000000000000000;
    endcase
end
endmodule
module mux_16_1 #(parameter W = 4)(
  input wire [W-1:0] DATA_0,
  input wire [W-1:0] DATA_1,
  input wire [W-1:0] DATA_2,
  input wire [W-1:0] DATA_3,
  input wire [W-1:0] DATA_4,
  input wire [W-1:0] DATA_5,
  input wire [W-1:0] DATA_6,
  input wire [W-1:0] DATA_7,
  input wire [W-1:0] DATA_8,
  input wire [W-1:0] DATA_9,
  input wire [W-1:0] DATA_10,
  input wire [W-1:0] DATA_11,
  input wire [W-1:0] DATA_12,
  input wire [W-1:0] DATA_13,
  input wire [W-1:0] DATA_14,
  input wire [W-1:0] DATA_15,
  input wire [3:0]   SELECT,
  output reg[W-1:0] OUT
);
always @(*) begin
	case (SELECT)
		4'b0000: OUT = DATA_0;
		4'b0001: OUT = DATA_1;
		4'b0010: OUT = DATA_2;
		4'b0011: OUT = DATA_3;
		4'b0100: OUT = DATA_4;
		4'b0101: OUT = DATA_5;
		4'b0110: OUT = DATA_6;
		4'b0111: OUT = DATA_7;
		4'b1000: OUT = DATA_8;
		4'b1001: OUT = DATA_9;
		4'b1010: OUT = DATA_10;
		4'b1011: OUT = DATA_11;
		4'b1100: OUT = DATA_12;
		4'b1101: OUT = DATA_13;
		4'b1110: OUT = DATA_14;
		4'b1111: OUT = DATA_15;
	endcase
end
endmodule
module reg_file #(parameter WIDTH=32)(
	input [WIDTH-1:0] IN, 
	input CLK, RESET, WE, 
   input [3:0] DEST_ADDRESS, SOURCE_ADDRESS_1, SOURCE_ADDRESS_2, 
	output [WIDTH-1:0] RD1,RD2 
);
wire [WIDTH-1:0] REGISTERS [15:0];
wire [15:0] REGISTERS_ENB ;
decoder_4_16 DEC_4_16_1(.IN(DEST_ADDRESS),.OUT(REGISTERS_ENB));
reg_with_reset_and_write #(WIDTH) REG_0  (.IN(IN),.CLK(CLK),.RST(RESET),.WE(REGISTERS_ENB[0] & WE),.OUT(REGISTERS[0]));
reg_with_reset_and_write #(WIDTH) REG_1  (.IN(IN),.CLK(CLK),.RST(RESET),.WE(REGISTERS_ENB[1] & WE),.OUT(REGISTERS[1]));
reg_with_reset_and_write #(WIDTH) REG_2  (.IN(IN),.CLK(CLK),.RST(RESET),.WE(REGISTERS_ENB[2] & WE),.OUT(REGISTERS[2]));
reg_with_reset_and_write #(WIDTH) REG_3  (.IN(IN),.CLK(CLK),.RST(RESET),.WE(REGISTERS_ENB[3] & WE),.OUT(REGISTERS[3]));
reg_with_reset_and_write #(WIDTH) REG_4  (.IN(IN),.CLK(CLK),.RST(RESET),.WE(REGISTERS_ENB[4] & WE),.OUT(REGISTERS[4]));
reg_with_reset_and_write #(WIDTH) REG_5  (.IN(IN),.CLK(CLK),.RST(RESET),.WE(REGISTERS_ENB[5] & WE),.OUT(REGISTERS[5]));
reg_with_reset_and_write #(WIDTH) REG_6  (.IN(IN),.CLK(CLK),.RST(RESET),.WE(REGISTERS_ENB[6] & WE),.OUT(REGISTERS[6]));
reg_with_reset_and_write #(WIDTH) REG_7  (.IN(IN),.CLK(CLK),.RST(RESET),.WE(REGISTERS_ENB[7] & WE),.OUT(REGISTERS[7]));
reg_with_reset_and_write #(WIDTH) REG_8  (.IN(IN),.CLK(CLK),.RST(RESET),.WE(REGISTERS_ENB[8] & WE),.OUT(REGISTERS[8]));
reg_with_reset_and_write #(WIDTH) REG_9  (.IN(IN),.CLK(CLK),.RST(RESET),.WE(REGISTERS_ENB[9] & WE),.OUT(REGISTERS[9]));
reg_with_reset_and_write #(WIDTH) REG_10 (.IN(IN),.CLK(CLK),.RST(RESET),.WE(REGISTERS_ENB[10] & WE),.OUT(REGISTERS[10]));
reg_with_reset_and_write #(WIDTH) REG_11 (.IN(IN),.CLK(CLK),.RST(RESET),.WE(REGISTERS_ENB[11] & WE),.OUT(REGISTERS[11]));
reg_with_reset_and_write #(WIDTH) REG_12 (.IN(IN),.CLK(CLK),.RST(RESET),.WE(REGISTERS_ENB[12] & WE),.OUT(REGISTERS[12]));
reg_with_reset_and_write #(WIDTH) REG_13 (.IN(IN),.CLK(CLK),.RST(RESET),.WE(REGISTERS_ENB[13] & WE),.OUT(REGISTERS[13]));
reg_with_reset_and_write #(WIDTH) REG_14 (.IN(IN),.CLK(CLK),.RST(RESET),.WE(REGISTERS_ENB[14] & WE),.OUT(REGISTERS[14]));
reg_with_reset_and_write #(WIDTH) REG_15 (.IN(IN),.CLK(CLK),.RST(RESET),.WE(REGISTERS_ENB[15] & WE),.OUT(REGISTERS[15]));
mux_16_1 #(WIDTH) MUX_1(
.DATA_0(REGISTERS[0]),
.DATA_1(REGISTERS[1]),
.DATA_2(REGISTERS[2]),
.DATA_3(REGISTERS[3]),
.DATA_4(REGISTERS[4]),
.DATA_5(REGISTERS[5]),
.DATA_6(REGISTERS[6]),
.DATA_7(REGISTERS[7]),
.DATA_8(REGISTERS[8]),
.DATA_9(REGISTERS[9]),
.DATA_10(REGISTERS[10]),
.DATA_11(REGISTERS[11]),
.DATA_12(REGISTERS[12]),
.DATA_13(REGISTERS[13]),
.DATA_14(REGISTERS[14]),
.DATA_15(REGISTERS[15]),
.SELECT(SOURCE_ADDRESS_1),
.OUT(RD1)
);
mux_16_1 #(WIDTH) MUX_2(
.DATA_0(REGISTERS[0]),
.DATA_1(REGISTERS[1]),
.DATA_2(REGISTERS[2]),
.DATA_3(REGISTERS[3]),
.DATA_4(REGISTERS[4]),
.DATA_5(REGISTERS[5]),
.DATA_6(REGISTERS[6]),
.DATA_7(REGISTERS[7]),
.DATA_8(REGISTERS[8]),
.DATA_9(REGISTERS[9]),
.DATA_10(REGISTERS[10]),
.DATA_11(REGISTERS[11]),
.DATA_12(REGISTERS[12]),
.DATA_13(REGISTERS[13]),
.DATA_14(REGISTERS[14]),
.DATA_15(REGISTERS_ENB[15]),
.SELECT(SOURCE_ADDRESS_2),
.OUT(RD2)
);
endmodule
module reg_with_reset_and_write #(parameter W=4)(
	input [W-1:0] IN,
	input CLK,
	input RST,
	input WE, 
	output reg [W-1:0] OUT
);
always @(posedge CLK) begin
    if (RST)
      OUT <= 0;  
    else if (WE)
      OUT <= IN;  
end
endmodule
</file>
<file path="design/flow/run.sh">
#!/bin/bash
# OpenROAD 26Q1-2900-gdf79404cd8, Yosys 0.63+post, stock flow scripts
make -C /OpenROAD-flow-scripts/flow DESIGN_CONFIG=/design/flow/config.mk WORK_HOME=/design/flow/orfs finish
</file>
<file path="design/flow/config.mk">
export PLATFORM = sky130hd
export DESIGN_NAME = reg_file
export DESIGN_NICKNAME = reg_file
export VERILOG_FILES = /design/flow/design.v
export SDC_FILE = /design/flow/constraint.sdc
export NUM_CORES = 4
export LEC_CHECK = 1
export CORE_UTILIZATION = 30
</file>
<file path="design/flow/constraint.sdc">
current_design reg_file

set clk_period 6.8
set clk_io_pct 0.2

create_clock -name clk0 -period $clk_period [get_ports {CLK}]

set non_clock_inputs [all_inputs -no_clocks]
set_input_delay [expr $clk_period * $clk_io_pct] -clock clk0 $non_clock_inputs
set_output_delay [expr $clk_period * $clk_io_pct] -clock clk0 [all_outputs]
</file>
==> impl_metrics.env <==
# source this file to load flow results
export IMPL_fp_coreArea_um2=87000
export IMPL_power_per_cell_area_nw_per_um2=240
export IMPL_rows=108
export IMPL_clockBufferDepth=3
export IMPL_root_buffer="clkbuf_16"
export IMPL_netlist_area_um2=26500
export IMPL_finalSetupViolCount=0
export IMPL_skew_ns=0
export IMPL_cts_sinks=512
export IMPL_cp_start_kind="input port"
export IMPL_drive_above_1_share=0.101
export IMPL_synth_cells_yosys=3579
export IMPL_p_comb_frac=0.120
export IMPL_totalWireLength_mm=154
export IMPL_yosysSeqAreaShare=0.387
export IMPL_placed_cell_area_um2=28500
export IMPL_leakage_nw=9.75
export IMPL_rsz0062_at_grt="no"
export IMPL_final_hold_viol_count=0
export IMPL_maxCapViolations=0
export IMPL_grt_ovfl_total=0
export IMPL_most_common_layout_cells="nand2_1, a21oi_1, dfxtp_1, buf_4, a22oi_1"
export IMPL_ctsResizeCount=0
export IMPL_path_max_fanout=40
export IMPL_peakVddDrop_mv=0.217
export IMPL_routabilityCongestion=1.08
export IMPL_final_area_um2=30600
export IMPL_fp_util=0.304
export IMPL_reg2reg_depth=2
export IMPL_status="finished, final reports clean"
export IMPL_synth_top_flop_cell="dfxtp_1"
export IMPL_grt_max_degree=149
export IMPL_yosysUniqueCellTypes=72
export IMPL_max_slew_margin=0.268
export IMPL_cp_data_arrival_time_ns=4.43
export IMPL_antenna_found_initial=16
export IMPL_die_w_um=299
export IMPL_final_util=0.351
export IMPL_dpl_hpwl_mm=93.7
export IMPL_ctsHoldBuffers=0
export IMPL_p_clk_frac=0.461
export IMPL_portBuffers=110
export IMPL_worstMarginPinSlew_ns=1.10
export IMPL_min_period_ns=5.79
export IMPL_synth_seq_cells=512
export IMPL_internal_power_mw=5.27
export IMPL_post_cts_buffers=0
export IMPL_min_path_type="reg -> reg"
export IMPL_hold_path_depth=2
export IMPL_antenna_left=0
export IMPL_p_sw_frac=0.281
export IMPL_worst_setup_path_type="in -> out"
export IMPL_grt_pass1_vias=27600
export IMPL_final_common_cell="nand2_1"
export IMPL_ys_warn_count=4
export IMPL_required_ns=5.44
export IMPL_syn_area_per_cell_um2=7.40
export IMPL_drt_pass1_iterations=8
export IMPL_openroad_warnings=28
export IMPL_enable_flop_cells=0
export IMPL_grtUsageTotal=0.341
export IMPL_drt_initial_drc_count=4025
export IMPL_grt_pass1_wl_mm=211
export IMPL_ys_area_um2=26500
export IMPL_seq_power_share=0.419
export IMPL_cts_made_buffers=57
export IMPL_clk_pin_slew_ns=0.06
export IMPL_area_growth_pct=15.4
export IMPL_io_pins=111
export IMPL_end_kind="primary output"
export IMPL_clock_tree_htree_level_count=2
export IMPL_fmax_mhz=173
export IMPL_fin_crit_sh=0.852
export IMPL_chip_area_um2=89400
export IMPL_die_h_um=299
export IMPL_p_switching_mw=2.07
export IMPL_vias=30000
export IMPL_clkLatencyLatePin_ns=0.63
export IMPL_setup_tns_ns=0
export IMPL_synth_async_reset_ratio=0
export IMPL_drv_slew=0
export IMPL_synth_cells=3579
export IMPL_cts_tree="done"
export IMPL_post_drt_via_cell_ratio=6.34
export IMPL_wl_per_cell_um=32.4
export IMPL_drc_errors=0
==> power groups by stage <==
stage	registers [mW]	clock network, mW	logic, mW
finish	3.08	3.38	0.880
global route	3.08	3.50	0.870
CTS	3.07	3.38	0.820
==> layer usage <==
layer | vias up | GRT usage | part of all wire
met3 | 775 | 0.162 | 0.16
met2 | 2588 | 0.465 | 0.40
li1 | 12400 | - | -
met1 | 14200 | 0.437 | 0.36
met4 | 23 | 0.206 | 0.079
met5 | - | 0.0243 | 0.0025
==> kinds of logic after synthesis <==
| kind of cell | count (synthesis) | share of synthesized area |
|---|---|---|
| AND-OR/OR-AND | 1121 | 0.265 |
| buffers and inverters | 383 | 0.0691 |
| AND/OR/NAND/NOR | 1404 | 0.216 |
| flip-flops | 512 | 0.387 |
| multiplexers | 159 | 0.0634 |
==> metrics by stage <==
step	power [mW]	worst slack (ns)	hold WS, ns	instances
2_1_floorplan	3.54	2.92	0.433	3579
3_3_place_gp	3.96	1.11	0.442	4613
3_5_place_dp	3.96	1.13	0.447	4613
4_1_cts	7.28	1.11	0.455	4720
5_1_grt	7.45	1.02	0.474	4724
6_report	7.34	1.01	0.455	4733
==> Yosys cell counts (31+ instances only) <==
library cell / instances / area [um2]
nand3_1: 51 / 255
nor2_1: 102 / 383
a31oi_1: 36 / 225
a221oi_1: 53 / 464
buf_2: 114 / 571
o22ai_1: 44 / 275
mux2_2: 49 / 552
o21ai_0: 73 / 365
dfxtp_1: 512 / 10200
clkbuf_1: 201 / 754
a22oi_1: 113 / 848
a21oi_1: 590 / 2950
nor3_1: 39 / 195
mux2i_1: 108 / 1080
a32oi_1: 41 / 359
nand2_1: 1108 / 4160
a22o_1: 31 / 272
==> sequential cells by signal (all words and copies together), names as in the netlist <==
register    flops
REG_4.OUT      32
REG_6.OUT      32
REG_3.OUT      32
REG_5.OUT      32
REG_1.OUT      32
REG_13.OUT     32
REG_10.OUT     32
REG_9.OUT      32
REG_8.OUT      32
REG_14.OUT     32
REG_2.OUT      32
REG_11.OUT     32
REG_0.OUT      32
REG_15.OUT     32
REG_7.OUT      32
REG_12.OUT     32
==> critical path: stages <==
cell and delay, ns:
buf_4 0.54, or2_2 0.65, nor2_1 0.36, nor2_1 0.46, a31oi_1 0.16, o32a_1 0.45, clkdlybuf4s50_1 0.43
==> path summary, 6_finish.rpt <==
check                                              endpoint                   startpoint  slack, ns
worst max register to register  REG_10.OUT[16]$_SDFFE_PP0P_  REG_10.OUT[16]$_SDFFE_PP0P_       6.00
worst max-delay path                                RD1[14]          SOURCE_ADDRESS_1[3]       1.01
worst min-delay path             REG_2.OUT[16]$_SDFFE_PP0P_   REG_2.OUT[16]$_SDFFE_PP0P_       0.46
worst min register to register   REG_2.OUT[16]$_SDFFE_PP0P_   REG_2.OUT[16]$_SDFFE_PP0P_       0.46
==> cell type report <==
| type | count | area (um2) |
|---|---|---|
| antenna | 13 | 32.5 |
| clock buffer | 83 | 1680 |
| clock inverter | 24 | 339 |
| fill | 9052 | 56500 |
| inverter | 13 | 48.8 |
| multi-input combinational | 2684 | 14600 |
| sequential | 512 | 10200 |
| tap | 1155 | 1450 |
| timing repair buffer | 249 | 2190 |
No activity file was given, so power comes from the tool's default toggle rates.
