### ./config.mk
export PLATFORM = sky130hd
export DESIGN_NAME = mem_unit
export DESIGN_NICKNAME = mem_unit
export VERILOG_FILES = /design/flow/design.v
export SDC_FILE = /design/flow/constraint.sdc
export NUM_CORES = 4
export LEC_CHECK = 1
export CORE_UTILIZATION = 50
### ./constraint.sdc
current_design mem_unit

set clk_period 29.1
set clk_io_pct 0.2

create_clock -name clk0 -period $clk_period [get_ports {CLK}]

set non_clock_inputs [all_inputs -no_clocks]
set_input_delay [expr $clk_period * $clk_io_pct] -clock clk0 $non_clock_inputs
set_output_delay [expr $clk_period * $clk_io_pct] -clock clk0 [all_outputs]
### ./design.v
module mem_unit #(parameter W = 8, parameter ADDR_WIDTH = 8)(
  input wire CLK,
  input wire WE,
  input wire [W-1:0] WRITE,
  input wire [ADDR_WIDTH-1:0] INPUT_ADDRESS,
  output reg [W-1:0] READ
);
  reg [7:0] MEMORY [2**ADDR_WIDTH - 1:0];
  always @(posedge CLK)
    if (WE) 
      MEMORY[INPUT_ADDRESS] <= WRITE;
  always @(INPUT_ADDRESS) 
    READ = MEMORY[INPUT_ADDRESS];
endmodule
### ./run.sh
#!/bin/bash
# OpenROAD 26Q1-2900-gdf79404cd8, Yosys 0.63+post, stock flow scripts
make -C /OpenROAD-flow-scripts/flow DESIGN_CONFIG=/design/flow/config.mk WORK_HOME=/design/flow/orfs finish
==> out/results.txt <==
vias in the first global route: 41677
hold buffer count at CTS: 0
Final HPWL DP: 111 mm
die area: 158000 µm²
Core Util at FP: 0.506
Worst Setup Path Type: in -> out
global-route usage over all layers: 0.274
Unique cell types: 21
Top reg by flops: MEMORY
Log Warnings: 32
fin. max-slew vios: 0
biggest registers after layout: MEMORY: 2048 flops
worst slew pin tran: 1.07 ns
cell count listed in synth_stat.txt: 3539
RSZ-0062 raised after global routing: no
CTS clock-pin slew for the worst setup and hold paths: 0.06 ns
Mapped Cells: 3539
logic area: 15800 µm²
vias per inst: 6.26
Final ANT Viol Nets: 0
CP Data Required Time: 23.28 ns
grt total ovfl: 0
routability cong.: 0.877
Avg WL per Cell: 31.6 µm
syn avg cell area: 22.1 µm²
CTS tree: yes
Die Y: 398 µm
endpoints failing hold: 0
status: complete, no violations
Setup crit end kind: output pin
drt pass-1 iters: 7
Largest type area fraction: 0.785
initial detailed-routing violation count: 2221
vias: 36950
max cap viols: 0
total wire length: 187 mm
IO Pins: 26
warnings from Yosys: 1
HP Class: in -> reg
std cell rows: 144
cycle use final: 0.588
Crit Path Max Fanout: 71
final setup vio count: 0
Commonest Layout Cell: edfxtp_1
Final TNS setup: 0 ns
max FFs per register: 2048
Die Wd: 398 µm
first-pass GRT wire length: 275 mm
largest net degree at the start of global routing: 120
# port buffers: 25
Area Growth Syn to Fin: 12.0%
Critical Path Start Type: input port
leak pwr: 0.0266 µW
sequential share of the synthesized area: 0.785
top post-synthesis cells by area: edfxtp_1, mux4_2, a22oi_1
arrival time at the worst endpoint: 11.29 ns
# Post-CTS Setup Buffers: 0
filler instances: 10854
mapped cell area: 78300 µm²
initial antenna violation count: 4
Seq. cell area: 61500 µm²
CTS resizes: 0
Yosys chip area: 78300 µm²
Max rail drop VDD: 0.0579 mV
#FFs+latches synth: 2048
core area: 155000 µm²
crit path time final: 17.11 ns
Clock Tree Buf Depth: 3
beginning of the critical path: INPUT_ADDRESS[0]
clock sinks: 2048
# H-tree levels: 4
post-layout util: 0.567
layout cell share with drive strength beyond 1: 0.250
P per Cell Area: 68.6 nW/µm²
Hold Startpoint: WRITE[4]
leading area contributor after synthesis: edfxtp_1
most frequent cells in the layout: edfxtp_1, mux4_2, a22oi_1, nor2_1, clkbuf_16
slew margin rel.: 0.278
CTS buffer count: 202
drt drc: 0
Max Fclk: 0.0584 GHz
Root Buffer: clkbuf_16
## area by class of cell
type / instances / share of cell area
Tap cell: 2044 / 0.0292
Antenna cell: 1 / 0.0000285
Clock inverter: 126 / 0.0124
Sequential cell: 2048 / 0.701
Timing Repair Buffer: 177 / 0.0170
Inverter: 1 / 0.0000428
Clock buffer: 244 / 0.0599
Multi-Input combinational cell: 1258 / 0.180
## layer usage
layer  vias up  routed length (µm)  global-route usage
li1      15368                   -                   -
met1     18806               60600               0.366
met2      2426               86300               0.377
met3       328               33400               0.218
met4        22                5300              0.0587
met5         -                 903              0.0406
## cells in the mapped netlist
| cell type | count |
|---|---|
| nor3_1 | 30 |
| nand2_1 | 28 |
| and2_1 | 3 |
| edfxtp_1 | 2048 |
| or2_2 | 2 |
| a21oi_1 | 128 |
| nand3_1 | 13 |
| buf_6 | 16 |
| buf_4 | 16 |
| inv_1 | 1 |
| buf_2 | 36 |
| buf_1 | 19 |
| a22oi_1 | 256 |
| nor2_1 | 232 |
| nand4_1 | 8 |
| nand2b_1 | 6 |
| clkbuf_1 | 145 |
| or3_1 | 1 |
| o41ai_1 | 32 |
| mux4_2 | 512 |
| nor2b_1 | 7 |
## metrics by stage
stage               area (µm²)  std cells  power [µW]  worst slack, ns  hold WS, ns
floorplan                78300       3539        3460            15.72         5.92
global placement         81400       5528        3580            11.91         6.28
detailed placement       81400       5528        3590            11.91         6.30
CTS                      87700       5898        6060            11.90         5.40
global route             87700       5898        6190            11.68         5.45
finish                   87700       5899        6010            11.99         5.47
## final timing paths
path	endpoint	slack [ns]	cells after the start
hold / removal	MEMORY[15][4]	5.47	1
setup / recovery	READ[4]	11.99	10
## cell families after synthesis
| kind of cell | synth area share |
|---|---|
| buffers and inverters | 0.0140 |
| multiplexers | 0.147 |
| AND/OR/NAND/NOR | 0.0174 |
| flip-flops | 0.785 |
| AND-OR/OR-AND | 0.0363 |
## critical path: stages
cell,delay (ns)
buf_8,0.41
buf_4,0.67
buf_4,0.66
buf_12,0.51
mux4_2,0.60
a22oi_1,0.22
a21oi_1,0.12
o41ai_1,1.00
nand4_1,0.52
clkdlybuf4s50_1,0.53
## report_power, final
group | leakage [µW] | switching, µW | total (µW) | internal, µW
clock | 0.00311 | 1060 | 2490 | 1430
combinational | 0.00509 | 177 | 270 | 93.1
sequential | 0.0184 | 1.35 | 3250 | 3250
total | 0.0266 | 1240 | 6010 | 4780
No activity file was given, so power comes from the tool's default toggle rates.
