`/design/flow/run.sh`:
```
#!/bin/bash
# OpenROAD 26Q1-2900-gdf79404cd8, Yosys 0.63+post, stock flow scripts
make -C /OpenROAD-flow-scripts/flow DESIGN_CONFIG=/design/flow/config.mk WORK_HOME=/design/flow/orfs finish
```
`/design/flow/config.mk`:
```
export PLATFORM = sky130hd
export DESIGN_NAME = Controller_unit
export DESIGN_NICKNAME = Controller_unit
export VERILOG_FILES = /design/flow/design.v
export SDC_FILE = /design/flow/constraint.sdc
export NUM_CORES = 4
export LEC_CHECK = 1
export CORE_AREA = 10 10 99 99
export DIE_AREA = 0 0 109 109
```
`/design/flow/constraint.sdc`:
```
current_design Controller_unit

set clk_period 1.7
set clk_io_pct 0.2

create_clock -name clk0 -period $clk_period [get_ports {clk}]

set non_clock_inputs [all_inputs -no_clocks]
set_input_delay [expr $clk_period * $clk_io_pct] -clock clk0 $non_clock_inputs
set_output_delay [expr $clk_period * $clk_io_pct] -clock clk0 [all_outputs]
```
`/design/flow/design.v`:
```
module Condition_Check(
	input clk, reset,
	input [3:0] CondE, FlagsE,
	input [1:0] FlagWriteE,
	output CarryIn,
	output CondEx
);
wire C,V,N,Z;
assign CarryIn = C;
Register_rsten #(2) CO_OVF_reg (.clk(clk),.reset(reset),.we(FlagWriteE[1]),.DATA(FlagsE[3:2]),.OUT({C,V}));
Register_rsten #(2) N_Z_reg (.clk(clk),.reset(reset),.we(FlagWriteE[0]),.DATA(FlagsE[1:0]),.OUT({N,Z}));
Mux_16to1 #(1) CondEx_mux(.select(CondE),.output_value(CondEx),
	.input_0(Z),.input_1(~Z),.input_2(C),.input_3(~C),
	.input_4(N),.input_5(~N),.input_6(V),.input_7(~V),
	.input_8(C & ~Z),.input_9(~C | Z),.input_10(N ~^ V),.input_11(N ^ V),
	.input_12(~Z & (N ~^ V)),.input_13(Z | (N ^ V)),.input_14(1'b1),.input_15(1'b0)
);
endmodule
module Controller(
	input clk,
	input [1:0] Op,
	input [5:0] Funct,	
	input Z_FLAG, 
	input [3:0] Rd,
	output reg PCSrcD,
	output reg BranchD,
	output reg RegWriteD,
	output reg MemWriteD,
	output reg MemtoRegD,
	output reg [3:0] ALUControlD,
	output reg ALUSrcD,
	output reg [1:0] FlagWriteD,
	output reg [1:0] ImmSrcD,
	output reg [1:0] RegSrcD
); 
always @(*) begin
	BranchD = 0;
	RegWriteD = 0;
	MemWriteD = 0;
	MemtoRegD = 0;
	ALUControlD = 0;
	ALUSrcD = 0;
	FlagWriteD = 0; 
	ImmSrcD = 0;
	RegSrcD = 0;
	case(Op)
		2'b00:begin
			MemtoRegD = 0; 
			MemWriteD = 0;
			ALUSrcD = 0;
			ImmSrcD = 0;
			RegSrcD = 0;
			case(Funct[4:1])				
				4'b0100: begin 
					ALUControlD = 4'b0100;
					RegWriteD = 1;
					FlagWriteD = 1;
				end			
				4'b0010: begin 
					ALUControlD = 4'b0010;
					RegWriteD = 1;
					FlagWriteD = 1;
				end				
				4'b0000: begin 
					ALUControlD = 4'b0000;
					RegWriteD = 1;
					FlagWriteD = 1;
				end			
				4'b1100: begin 
					ALUControlD = 4'b1100;
					RegWriteD = 1;
					FlagWriteD = 1;
				end	 
				4'b1101: begin 
					ALUControlD = 4'b1101;
					RegWriteD = 1;
					FlagWriteD = 0;
				end		
				4'b1010: begin 
					ALUControlD = 4'b0010;
					RegWriteD = 0;
					FlagWriteD = 1;
					end
				4'b1001: begin 
					ALUControlD = 4'b1101; 
					BranchD = 1;
					RegWriteD = 0;
					FlagWriteD = 0;
				end
				default: begin
					ALUControlD = 4'b0000; 
					RegWriteD = 0;
					FlagWriteD = 0;
				end
			endcase
		end	
		2'b01:begin
			case(Funct[0])
				1'b1: begin
					MemtoRegD = 1; 
					MemWriteD = 0;
					ALUControlD = 4'b0100;
					ALUSrcD = 1;
					ImmSrcD = 1;
					RegWriteD = 1;
					RegSrcD = 0;
				end			
				1'b0: begin
					RegSrcD = 2;
					MemtoRegD = 0;
					MemWriteD = 1;
					ALUControlD = 4'b0100;
					ALUSrcD = 1;
					ImmSrcD = 1;
					RegWriteD = 0;
				end	
				default:begin
					RegSrcD = 0;
					MemtoRegD = 0;
					MemWriteD = 0;
					ALUControlD = 0;
					ALUSrcD = 0;
					ImmSrcD = 0;
					RegWriteD = 0;
					end
			endcase		
		end	
		2'b10:begin
			MemtoRegD = 0;
			MemWriteD = 0;
			ImmSrcD = 2'b10;
			ALUSrcD = 1'b1;
			ALUControlD = 4'b0100;
			BranchD=1;
			case(Funct[5:4])
				2'b11: begin 
					RegSrcD = 2'b11;
					RegWriteD = 1;	
				end			
				2'b10: begin 
					RegSrcD = 2'b01;
					RegWriteD = 0;
				end
				default:begin
					RegSrcD = 0;
					RegWriteD = 0;
				end
			endcase
		end
		default:begin
			RegSrcD = 0;
			MemtoRegD = 0;
			MemWriteD = 0;
			ALUControlD = 0;
			ALUSrcD = 0;
			ImmSrcD = 0;
			RegWriteD = 0;
		end
	endcase
	PCSrcD = (Rd == 15) & (Funct != 4'b1001) & RegWriteD;
end
endmodule
module Controller_unit(
	input clk,reset,
	input [1:0] Op,
	input [5:0] Funct,
	input [3:0] Cond,
	input Z_FLAG,
	input [3:0] Rd,
	output [1:0] RegSrcD,
	output [1:0] ImmSrcD,
	output ALUSrcE,
	output [3:0] ALUControlE,
	output MemWriteM,
	output MemtoRegW,
	output Write_Z_ENABLE,
	output BranchTakenE,
	output MemtoRegE,
	output RegWriteW,
	output RegWriteM,
	output PCSrcD,
	output PCSrcE,
	output PCSrcM,
	output PCSrcW
);
assign BranchTakenE = BranchE & CondEx;
assign Write_Z_ENABLE = FlagWriteE[0];
wire [3:0] CondE;
wire CondEx;
wire BranchD;
wire RegWriteD;
wire MemWriteD;
wire MemtoRegD;
wire [3:0] ALUControlD;
wire ALUSrcD;
wire [1:0] FlagWriteD;
wire BranchE;
wire RegWriteE;
wire MemWriteE;
wire [1:0] FlagWriteE;
wire MemtoRegM;
wire BControl; 
wire FuncControl ; 
assign BControl = (Op == 2'b10); 
assign FuncControl = (Funct == 4'b0010); 
Controller my_controller(
	.clk(clk),
	.Op(Op),
	.Funct(Funct),	
	.Z_FLAG(Z_FLAG),
	.Rd(Rd),
	.PCSrcD(PCSrcD),
	.BranchD(BranchD),
	.RegWriteD(RegWriteD),
	.MemWriteD(MemWriteD),
	.MemtoRegD(MemtoRegD),
	.ALUControlD(ALUControlD),
	.ALUSrcD(ALUSrcD),
	.FlagWriteD(FlagWriteD),
	.ImmSrcD(ImmSrcD),
	.RegSrcD(RegSrcD)
);
Register_reset #(1) PCSrcD_Reg(
	.clk(clk),
	.reset(reset),
	.DATA(PCSrcD),
	.OUT(PCSrcE)
);
Register_reset #(1) BranchD_Reg(
	.clk(clk),
	.reset(reset),
	.DATA(BranchD),
	.OUT(BranchE)
);
Register_reset #(1) RegWriteE_Reg(
	.clk(clk),
	.reset(reset),
	.DATA(RegWriteD & (~(BControl | FuncControl))),
	.OUT(RegWriteE)
);
Register_reset #(1) MemWriteE_Reg(
	.clk(clk),
	.reset(reset),
	.DATA(MemWriteD),
	.OUT(MemWriteE)
);
Register_reset #(1) MemtoRegE_Reg(
	.clk(clk),
	.reset(reset),
	.DATA(MemtoRegD),
	.OUT(MemtoRegE)
);
Register_reset #(4) ALUControlE_Reg(
	.clk(clk),
	.reset(reset),
	.DATA(ALUControlD),
	.OUT(ALUControlE)
);
Register_reset #(1) ALUSrcE_Reg(
	.clk(clk),
	.reset(reset),
	.DATA(ALUSrcD),
	.OUT(ALUSrcE)
);
Register_reset #(2) FlagWriteE_Reg(
	.clk(clk),
	.reset(reset),
	.DATA(FlagWriteD),
	.OUT(FlagWriteE)
);
Register_reset #(4) Cond_Reg(
	.clk(clk),
	.reset(reset),
	.DATA(Cond),
	.OUT(CondE)
);
Condition_Check Condition_Check_unit (
	.clk(clk), 
	.reset(reset),
	.CondE(CondE), 
	.FlagsE({3'b000,Z_FLAG}),
	.FlagWriteE(FlagWriteE),
	.CondEx(CondEx)
);
Register_reset #(1) PCSrcM_Reg(
	.clk(clk),
	.reset(reset),
	.DATA((PCSrcE & CondEx)),
	.OUT(PCSrcM)
);
Register_reset #(1) RegWriteM_Reg(
	.clk(clk),
	.reset(reset),
	.DATA((RegWriteE & CondEx)),
	.OUT(RegWriteM)
);
Register_reset #(1) MemWriteM_Reg(
	.clk(clk),
	.reset(reset),
	.DATA((MemWriteE & CondEx)),
	.OUT(MemWriteM)
);
Register_reset #(1) MemtoRegM_Reg(
	.clk(clk),
	.reset(reset),
	.DATA(MemtoRegE),
	.OUT(MemtoRegM)
);
Register_reset #(1) PCSrcW_Reg(
	.clk(clk),
	.reset(reset),
	.DATA(PCSrcM),
	.OUT(PCSrcW)
);
Register_reset #(1) RegWriteW_Reg(
	.clk(clk),
	.reset(reset),
	.DATA(RegWriteM),
	.OUT(RegWriteW)
);
Register_reset #(1) MemtoRegW_Reg(
	.clk(clk),
	.reset(reset),
	.DATA(MemtoRegM),
	.OUT(MemtoRegW)
);
endmodule
module Mux_16to1 #(parameter WIDTH=4)
    (
	  input [3:0] select,
	  input [WIDTH-1:0] input_0, input_1, input_2, input_3, input_4, input_5, input_6, input_7, input_8, input_9, input_10, input_11, input_12, input_13, input_14, input_15,
      output reg [WIDTH-1:0] output_value
    );
always@(*) begin
	case(select)
		4'b0000:output_value = input_0;
		4'b0001:output_value = input_1;
		4'b0010:output_value = input_2;
		4'b0011:output_value = input_3;
		4'b0100:output_value = input_4;
		4'b0101:output_value = input_5;
		4'b0110:output_value = input_6;
		4'b0111:output_value = input_7;
		4'b1000:output_value = input_8;
		4'b1001:output_value = input_9;
		4'b1010:output_value = input_10;
		4'b1011:output_value = input_11;
		4'b1100:output_value = input_12;
		4'b1101:output_value = input_13;
		4'b1110:output_value = input_14;
		4'b1111:output_value = input_15;
		default: output_value = {WIDTH{1'b0}};
	endcase
end
endmodule
module Register_reset#(
     parameter WIDTH=8)
    (
	  input  clk, reset,
	  input	[WIDTH-1:0] DATA,
	  output reg [WIDTH-1:0] OUT
    );
initial begin
	OUT<=0;
end
always@(posedge clk) begin
	if (reset == 1'b1)
		OUT<={WIDTH{1'b0}};		
	else	
		OUT<=DATA;
end
endmodule	 
module Register_rsten#(
     parameter WIDTH=8)
    (
	  input  clk, reset,we,
	  input	[WIDTH-1:0] DATA,
	  output reg [WIDTH-1:0] OUT
    );
initial begin
	OUT<=0;
end	
always@(posedge clk) begin
	if (reset == 1'b1)
		OUT<={WIDTH{1'b0}};
	else if(we==1'b1)	
		OUT<=DATA;
end
endmodule	 
```
==> impl_metrics.json <==
{
  "status": "complete, but fails checks",
  "violations": "negative setup slack",
  "final_cell_mix": "buf_4 (24), clkdlybuf4s50_1 (22), dfxtp_1 (21)",
  "holdWs_ps": 443,
  "fin_total_pwr_w": 0.00110,
  "grt_pass1_wl_um": 4390,
  "layout.cells.most_common": "buf_4",
  "crit_required_ps": 1360,
  "ys_types": 28,
  "grt_overflow_total": 0,
  "final-setup-viol-count": 1,
  "synth_area_um2": 968,
  "yosys_warnings": 6,
  "postRouteAntennaNets": 0,
  "place_hpwl_um": 2290,
  "hold_path.class": "flip-flop to flip-flop",
  "synth-main-ff-cell": "dfxtp_1",
  "fin_setup_tns_ps": -141,
  "cts_buffers": 3,
  "clockBufferDepth": 2,
  "io_buffers": 38,
  "grt_use_total_pct": 4.62,
  "n_antenna_cell": 0,
  "grt_start_max_net_pins": 18,
  "synth_top_area_share_pct": 47.5,
  "coreArea_um2": 7730,
  "skew_ps": 4.81,
  "post_drt_via_cell_ratio": 3.26,
  "worst_slew_pin_slew_ps": 312,
  "ys_ff": 23,
  "power.density_nw_per_um2": 621,
  "rows": 32,
  "floorplan.core_util_pct": 12.5,
  "yosysSeqAreaShare_pct": 47.5,
  "num_vias": 864,
  "syn_avg_cell_area_um2": 9.88,
  "detail_route.iter0.violations": 32,
  "layout_min_cycle_time_ps": 1840,
  "slew_viol_final": 0,
  "largest_area_cell": "dfxtp_1",
  "cp_max_fo": 2,
  "cts-root-buf": "clkbuf_8",
  "max_freq_mhz": 543,
  "die_h_um": 109,
  "antenna_found_initial": 0,
  "warning_count": 32,
  "place.gp.congestion": 0.811,
  "finalClockPeriodUsage_pct": 108,
  "clk_pin_slew_ps": 80,
  "grt_pass1_vias": 866,
  "path_class": "flip-flop to output pin",
  "preCtsSetupSlack_ps": -784,
  "drt_wl_total_um": 2800,
  "cts-hold-fix-buffers": 0,
  "hold_viol": 0,
  "cellLeakagePower_nw": 0.752,
  "drc": 0,
  "clkSinkCount": 23,
  "syn_inst": 98,
  "maxCapViolations": 0,
  "area_leaders": "dfxtp_1 (48%), nor2b_1 (8.4%), ha_1 (7.8%), mux2i_1 (5.2%), nand2_1 (3.5%)",
  "fin_ws_ps": -141,
  "worst_ep_arrival_time_ps": 1500,
  "die_x_um": 109,
  "io_pins": 39,
  "drt-wirelength-per-cell_um": 10.6,
  "drtPass1Iterations": 2,
  "end_kind": "output pin",
  "async_reset_ff_share_pct": 0,
  "syn2layout_area_growth_pct": 82.4,
  "placed_cell_area_um2": 1640,
  "clock_latency_ps": 260,
  "fin_area_um2": 1770,
  "yosysCellCount": 98,
  "synth_chip_area_um2": 968,
  "vdd_drop_max_mv": 0.342,
  "relSlewSlack_pct": 79.0,
  "drive_gt1_share_pct": 31.3,
  "cts_tree": "done",
  "die_area_um2": 11900,
  "synth-edff-count": 0,
  "rsz0062_at_grt": "yes",
  "startpoint_type": "flip-flop",
  "htree_levels": 1
}
## path summary, 6_finish.rpt
kind                           from           endpoint  slack (ps)  cells after the start
setup reg to reg    Cond_Reg.OUT[3]  MemWriteM_Reg.OUT         290                      5
hold reg to reg   MemtoRegM_Reg.OUT  MemtoRegW_Reg.OUT         440                      1
setup / recovery    Cond_Reg.OUT[3]       BranchTakenE        -140                      4
hold / removal    MemtoRegM_Reg.OUT  MemtoRegW_Reg.OUT         440                      1
## per-stage QoR
stage,std cells,utilization [%]
after global placement,259,21.2
after CTS,264,22.6
after floorplan,98,-
after global routing,265,22.9
final,265,22.9
after detailed placement,259,21.2
## metal layers
metal / track usage [%] / part of all wire, % / vias to the layer above
met1: 6.11 / 47 / 372
met3: 2.09 / 12 / 2
met2: 7.16 / 41 / 29
met5: 0 / 0 / -
met4: 0.188 / 0.43 / 0
li1: - / - / 461
## cell usage after synthesis, drive strengths merged (2+ instances only)
| cell type | instances |
|---|---|
| nor2 | 8 |
| and3 | 3 |
| nor3b | 2 |
| or2b | 2 |
| o21ai | 2 |
| nand2 | 10 |
| mux2i | 5 |
| dfxtp | 23 |
| inv | 5 |
| nor3 | 3 |
| a21oi | 2 |
| ha | 6 |
| nand2b | 2 |
| nor2b | 13 |
## sequential cells by signal, summed over array words and instances (netlist names)
name and flops:
ALUSrcE_Reg.OUT 1, ALUControlE_Reg.OUT 4, FlagWriteE_Reg.OUT 1, MemWriteE_Reg.OUT 1, PCSrcD_Reg.OUT 1, PCSrcW_Reg.OUT 1, MemtoRegE_Reg.OUT 1, RegWriteW_Reg.OUT 1
Condition_Check_unit.N_Z_reg.OUT 1, MemWriteM_Reg.OUT 1, MemtoRegM_Reg.OUT 1, MemtoRegW_Reg.OUT 1, RegWriteM_Reg.OUT 1, Cond_Reg.OUT 4, PCSrcM_Reg.OUT 1, BranchD_Reg.OUT 1
RegWriteE_Reg.OUT 1
## timing repair
| action | 4_1_cts | 5_1_grt |
|---|---|---|
| pin swaps | 3 | 2 |
| cloned | 0 | 0 |
| buffers inserted | 1 | 1 |
| endpoints found under the setup margin | 6 | 3 |
| gates resized | 41 | 8 |
## area by class of cell
class,count,area [µm²]
Timing Repair Buffer,63,558
Tap cell,102,128
Clock buffer,3,41.3
Fill cell,824,5960
Multi-Input combinational cell,68,548
Clock inverter,1,7.51
Sequential cell,23,463
Inverter,5,21.3
## worst max-delay path: stages (launching register included)
cell and delay (ps):
dfxtp_2 320, or4b_4 540, nand2_4 80, mux2i_1 180
buf_2 120
## power breakdown
group	leakage (nW)	internal, W	total (W)	switching (W)
Clock	0.0217	0.000165	0.000339	0.000173
Combinational	0.542	0.000120	0.000198	0.0000773
Sequential	0.188	0.000554	0.000560	0.00000643
Total	0.752	0.000840	0.00110	0.000257
## cell families (layout without fill, tap and decap cells)
kind of cell | after synthesis | in the layout | share of synthesized area (%)
AND/OR/NAND/NOR | 46 | 46 | 26.9
AND-OR/OR-AND | 11 | 11 | 9.82
multiplexers | 5 | 5 | 5.17
buffers and inverters | 7 | 72 | 2.84
flip-flops | 23 | 23 | 47.5
adder cells (fa/ha/maj) | 6 | 6 | 7.75
Power is estimated from default activity; no workload was simulated.
